File: design.v
module clock_divider 
#(parameter INIT=0)
(
  input clk_in,
  output reg clk_out = 0
);
parameter SIZE = 16;  
parameter LIMIT = 16'd50000;  
reg [SIZE-1:0] count = INIT;
always @(posedge clk_in)
begin
  if (count == LIMIT)
  begin
    count <= 0;
    clk_out <= ~clk_out;
  end
  else
  begin
    count <= count + 1;
  end
end
endmodule
module CompUnsigned #(
    parameter Bits = 1
)
(
    input [(Bits -1):0] a,
    input [(Bits -1):0] b,
    output \> ,
    output \= ,
    output \<
);
    assign \> = a > b;
    assign \= = a == b;
    assign \< = a < b;
endmodule
module Mux_2x1_NBits #(
    parameter Bits = 2
)
(
    input [0:0] sel,
    input [(Bits - 1):0] in_0,
    input [(Bits - 1):0] in_1,
    output reg [(Bits - 1):0] out
);
    always @ (*) begin
        case (sel)
            1'h0: out = in_0;
            1'h1: out = in_1;
            default:
                out = 'h0;
        endcase
    end
endmodule
module intercambiador (
  input a3,
  input a2,
  input a1,
  input a0,
  input b3,
  input b2,
  input b1,
  input b0,
  input op,
  output ma,
  output eq,
  output me,
  output d0,
  output d1,
  output d2,
  output d3,
  output c0,
  output c1,
  output c2,
  output c3,
  output ne
);
  wire [3:0] s0;
  wire [3:0] s1;
  wire me_temp;
  wire ne_temp;
  wire [3:0] s2;
  wire [3:0] s3;
  assign s0[0] = a0;
  assign s0[1] = a1;
  assign s0[2] = a2;
  assign s0[3] = a3;
  assign s1[0] = b0;
  assign s1[1] = b1;
  assign s1[2] = b2;
  assign s1[3] = b3;
  CompUnsigned #(
    .Bits(4)
  )
  CompUnsigned_i0 (
    .a( s0 ),
    .b( s1 ),
    .\> ( ma ),
    .\= ( eq ),
    .\< ( me_temp )
  );
  assign ne_temp = (me_temp & op);
  Mux_2x1_NBits #(
    .Bits(4)
  )
  Mux_2x1_NBits_i1 (
    .sel( ne_temp ),
    .in_0( s0 ),
    .in_1( s1 ),
    .out( s2 )
  );
  Mux_2x1_NBits #(
    .Bits(4)
  )
  Mux_2x1_NBits_i2 (
    .sel( ne_temp ),
    .in_0( s1 ),
    .in_1( s0 ),
    .out( s3 )
  );
  assign d0 = s3[0];
  assign d1 = s3[1];
  assign d2 = s3[2];
  assign d3 = s3[3];
  assign c0 = s2[0];
  assign c1 = s2[1];
  assign c2 = s2[2];
  assign c3 = s2[3];
  assign me = me_temp;
  assign ne = ne_temp;
endmodule
module Demux1
#(
    parameter Default = 0 
)
(
    output out_0,
    output out_1,
    input [0:0] sel,
    input in
);
    assign out_0 = (sel == 1'h0)? in : Default;
    assign out_1 = (sel == 1'h1)? in : Default;
endmodule
module sumres (
  input op,
  input a,
  input b,
  input cbi,
  output s,
  output cbo
);
  wire s0;
  assign s0 = ~ a;
  assign s = ((s0 & ~ b & cbi) | (s0 & b & ~ cbi) | (a & ~ b & ~ cbi) | (a & b & cbi));
  assign cbo = ((a & cbi & ~ op) | (a & b & ~ op) | (s0 & cbi & op) | (s0 & b & op) | (b & cbi));
endmodule
module Suma_resta (
  input a1,
  input b1,
  input a0,
  input b0,
  input a3,
  input b3,
  input a2,
  input b2,
  input Op,
  output s1,
  output s0,
  output s3,
  output s2,
  output s4
);
  wire s5;
  wire s6;
  wire s7;
  sumres sumres_i0 (
    .op( Op ),
    .a( a0 ),
    .b( b0 ),
    .cbi( 1'b0 ),
    .s( s0 ),
    .cbo( s7 )
  );
  sumres sumres_i1 (
    .op( Op ),
    .a( a1 ),
    .b( b1 ),
    .cbi( s7 ),
    .s( s1 ),
    .cbo( s6 )
  );
  sumres sumres_i2 (
    .op( Op ),
    .a( a2 ),
    .b( b2 ),
    .cbi( s6 ),
    .s( s2 ),
    .cbo( s5 )
  );
  sumres sumres_i3 (
    .op( Op ),
    .a( a3 ),
    .b( b3 ),
    .cbi( s5 ),
    .s( s3 ),
    .cbo( s4 )
  );
endmodule
module base_conversor (
  input e4,
  input e3,
  input e2,
  input e1,
  input e0,
  output d3,
  output d2,
  output d1,
  output d0,
  output u3,
  output u2,
  output u1,
  output u0
);
  wire s0;
  wire s1;
  wire s2;
  wire s3;
  assign d3 = 1'b0;
  assign d1 = ((e2 & e4) | (e3 & e4));
  assign s0 = ~ e4;
  assign s2 = ~ e3;
  assign s1 = ~ e2;
  assign s3 = ~ e1;
  assign d0 = ((e1 & e3 & s0) | (e1 & e2 & e3) | (e2 & e3 & s0) | (s1 & s2 & e4));
  assign u3 = ((s3 & s1 & e3 & s0) | (e1 & s1 & s2 & e4) | (s3 & e2 & e3 & e4));
  assign u2 = ((e1 & e2 & s0) | (s3 & s1 & e4) | (e2 & s2 & s0) | (s1 & e3 & e4));
  assign u1 = ((e1 & s2 & s0) | (s3 & e2 & e3 & s0) | (s3 & s1 & s2 & e4) | (e1 & e2 & s2) | (e1 & s1 & e3 & e4));
  assign u0 = e0;
endmodule
module seg7 (
  input f3,
  input f2,
  input f1,
  input f0,
  output a,
  output b,
  output c,
  output d,
  output e,
  output f,
  output g
);
  wire s0;
  wire s1;
  wire s2;
  wire s3;
  assign s2 = ~ f3;
  assign s1 = ~ f2;
  assign s0 = ~ f1;
  assign s3 = ~ f0;
  assign a = ((f0 & s0 & s1 & s2) | (s3 & s0 & f2));
  assign b = ((f0 & s0 & f2) | (s3 & f1 & f2));
  assign c = (s3 & f1 & s1);
  assign d = ((f0 & s0 & s1) | (s3 & s0 & f2) | (f0 & f1 & f2));
  assign e = ((f0 & s2) | (f0 & s0) | (f0 & f2) | (s0 & f2));
  assign f = ((f0 & s1 & s2) | (f0 & f1) | (f1 & s1));
  assign g = ((f0 & f1 & f2) | (f0 & f1 & f3) | (s0 & s1 & s2));
endmodule
module top 
#(parameter INIT=0)
(
  input  clk,
  output r,
  input a3,
  input a2,
  input a1,
  input a0,
  input b3,
  input b2,
  input b1,
  input b0,
  input op,
  input enc,
  output ne,
  output a,
  output b,
  output c,
  output d,
  output e,
  output f,
  output g,
  output L1,
  output L2
);
  wire s0;
  wire s1;
  wire s2;
  wire s3;
  wire s4;
  wire s5;
  wire s6;
  wire s7;
  wire s8;
  wire s9;
  wire s10;
  wire s11;
  wire s12;
  wire s13;
  wire s14;
  wire s15;
  wire s16;
  wire s17;
  wire s18;
  wire s19;
  wire s20;
  wire s21;
  wire s22;
  wire s23;
  wire s24;
  wire s25;
  wire [3:0] s26;
  wire [3:0] s27;
  wire [3:0] s28;
  clock_divider #(.INIT(INIT)) div1
  (
    .clk_in(clk),
    .clk_out(r)
  );
  intercambiador intercambiador_i0 (
    .a3( a3 ),
    .a2( a2 ),
    .a1( a1 ),
    .a0( a0 ),
    .b3( b3 ),
    .b2( b2 ),
    .b1( b1 ),
    .b0( b0 ),
    .op( op ),
    .d0( s0 ),
    .d1( s1 ),
    .d2( s2 ),
    .d3( s3 ),
    .c0( s4 ),
    .c1( s5 ),
    .c2( s6 ),
    .c3( s7 ),
    .ne( s8 )
  );
  Demux1 #(
    .Default(0)
  )
  Demux1_i1 (
    .sel( r ),
    .in( enc ),
    .out_0( L1 ),
    .out_1( L2 )
  );
  Suma_resta Suma_resta_i2 (
    .a1( s5 ),
    .b1( s1 ),
    .a0( s4 ),
    .b0( s0 ),
    .a3( s7 ),
    .b3( s3 ),
    .a2( s6 ),
    .b2( s2 ),
    .Op( op ),
    .s1( s9 ),
    .s0( s10 ),
    .s3( s11 ),
    .s2( s12 ),
    .s4( s13 )
  );
  assign ne = ~ s8;
  base_conversor base_conversor_i3 (
    .e4( s13 ),
    .e3( s11 ),
    .e2( s12 ),
    .e1( s9 ),
    .e0( s10 ),
    .d3( s14 ),
    .d2( s15 ),
    .d1( s16 ),
    .d0( s17 ),
    .u3( s18 ),
    .u2( s19 ),
    .u1( s20 ),
    .u0( s21 )
  );
  assign s26[0] = s17;
  assign s26[1] = s16;
  assign s26[2] = s15;
  assign s26[3] = s14;
  assign s28[0] = s21;
  assign s28[1] = s20;
  assign s28[2] = s19;
  assign s28[3] = s18;
  Mux_2x1_NBits #(
    .Bits(4)
  )
  Mux_2x1_NBits_i4 (
    .sel( r ),
    .in_0( s26 ),
    .in_1( s28 ),
    .out( s27 )
  );
  assign s25 = s27[0];
  assign s24 = s27[1];
  assign s23 = s27[2];
  assign s22 = s27[3];
  seg7 seg7_i5 (
    .f3( s22 ),
    .f2( s23 ),
    .f1( s24 ),
    .f0( s25 ),
    .a( a ),
    .b( b ),
    .c( c ),
    .d( d ),
    .e( e ),
    .f( f ),
    .g( g )
  );
endmodule
File: run.sh
#!/bin/bash
# OpenROAD 26Q1-2900-gdf79404cd8, Yosys 0.63+post, stock flow scripts
make -C /OpenROAD-flow-scripts/flow DESIGN_CONFIG=/design/flow/config.mk WORK_HOME=/design/flow/orfs finish
File: config.mk
export PLATFORM = sky130hd
export DESIGN_NAME = top
export DESIGN_NICKNAME = top
export VERILOG_FILES = /design/flow/design.v
export SDC_FILE = /design/flow/constraint.sdc
export NUM_CORES = 4
export LEC_CHECK = 1
export CORE_AREA = 10 10 103 103
export DIE_AREA = 0 0 113 113
File: constraint.sdc
current_design top

set clk_period 6.8
set clk_io_pct 0.2

create_clock -name clk0 -period $clk_period [get_ports {clk}]

set non_clock_inputs [all_inputs -no_clocks]
set_input_delay [expr $clk_period * $clk_io_pct] -clock clk0 $non_clock_inputs
set_output_delay [expr $clk_period * $clk_io_pct] -clock clk0 [all_outputs]
==> commit_impl_results.txt <==
Update PnR metrics after Yosys + OpenROAD run

* Number of setup violations in the final report: 0
* Final Hold Violating Endpoints: 0
* Number of filler cells placed in the layout: 850
- Most instantiated flip-flop cell in the synthesis netlist: dfxtp_1
- Number of global-route vias before repair: 1800
- The report puts the hold buffer count at CTS at 0.
* Arrival time of the worst setup path: 5.11 ns
- Post-CTS setup buffer count: 0
- Via total after detailed routing: 1951
* Reg clk slew, reported paths: 0.07 ns
* Worst Setup Path Type: input pin to output pin
* Delay-heaviest family, CP: AND-OR/OR-AND gates
* Cell at the slowest stage of the critical path: clkdlybuf4s50_1
- Status: completed
* Actual slew at the worst max-slew pin: 0.614 ns
* Min-delay src: div1.count[0]
- Buf/Inv on CP: 3
- The power report attributes to the clock group a share of 21.2%.
- Fin. max-slew vios: 0
- RSZ-0062 raised after global routing: no
* Mean instance size in the synthesized netlist: 7.78 um^2
- In this run, placement finished with an instance count of 385.
- Cycle use final: 95.2%
- Of the total power, the share spent switching nets is 36.2%.
- Chip Area, Yosys: 1990 um^2
* Sequential fraction of design power: 28.4%
- Setup slack on the worst flop-to-flop path: 5.16 ns
* TritonCTS clock tree: done
- Endpoint of the worst register-to-register path: div1.count[15]
- After synthesis the cells add up to 1990 um^2.
* Placed Instance Area: 2380 um^2
- The finished cells cover 2450 um^2.
* Clock Sink Count: 17
* Min-delay worst type: register to register
- Rows: 33
* Wire length of the first global-routing pass: 8310 um
- The longest clock path from root to sink contains 2 buffers.
- Vertical die dimension: 113 um
- Among all stages on the critical path, the maximum delay recorded is 0.50 ns.
- Endpoint class of the critical path: output pin
- According to the report, the first pass of detailed routing completed in 4 iterations.
* Main area contributors: dfxtp_1, ha_1, nor2_1, nand2_1, nand3_1
- Cell chosen for the clock root: clkbuf_8
- Total grt overflow: 0
* Post-Layout Cell Count: 389
- Yosys stat counts 256 cells in the synthesized netlist.
- In this run the power spent charging and discharging nets is 0.128 mW.
- In this run the tightest slew margin relative to its limit is 59.1%.
- The area growth from synthesis to layout is 22.8%.
- Cell internal power was estimated by the tool at 0.225 mW.
- Timing-limited maximum frequency: 0.155 GHz
- Number of I/O pins: 22
- The floorplan step defined a core boundary enclosing 8300 um^2.
- CP dominant cell by count: clkdlybuf4s50_1
* Number of H-tree levels: 1
- The synthesis report lists the Yosys warning total as 3.
- Ratio of cells with drive above 1 in the final layout: 15.5%
- Counting distinct cell types in the post-synthesis netlist gives 69.
- Synth Instances: 256
- Series of cell instances along the critical path: clkdlybuf4s50_1 -> buf_4 -> ha_1 -> o311a_4 -> a2111o_1 -> o311ai_4 -> o22a_4 -> mux2_4 -> or3_4 -> a2111oi_2 -> a211oi_1 -> a31oi_1 -> clkdlybuf4s50_1
- For this run, the total global-route usage over all layers was measured as 7.39%.
- Ys async rst share: 0%
- Post-CTS repair changed the size of 0 cells.
* Largest fanout of any net on the critical path: 7
* Start point of the critical path: a1
- Sequential area share after synthesis: 17.6%
- Nets still carrying antenna violations after routing amount to 0.
- Largest net degree at the start of global routing: 18
* Via density per instance: 5.02
- Routability-driven placement finished with a final weighted congestion of 0.896.
- Chip Area: 12800 um^2
* Clock Latency Late Sink: 0.25 ns
- According to the timing report, the data required time at the worst endpoint equals 5.44 ns.
- The report puts the cell count of the worst reg-to-reg path at 8.
- The synthesized design contains 17 register bits.
- Across the run, the number of max-cap violations was 0.
* Start of the worst register-to-register path: div1.count[2]
- Adding up every negative setup slack in the final design gives 0 ns.
- The initial antenna violation count came to 0.
- 0 antenna diodes ended up in the layout.
* Number of logged tool warnings: 33
* Dominant cell area share: 16.1%
- In this run the power density over the cells is 144 nW/um^2.
* Combinational gate area: 1550 um^2
- In the floorplan report the effective utilization is 24.0%.
- Combinational logic is responsible for 50.4% of the overall power.
* CTS buffer count: 3
- Between clock sinks in the finished design, the worst skew comes to 0.00516 ns.
- Total Routed Length: 4820 um
- The routed design could run at a clock period as short as 6.47 ns.
- Routed length per instance: 12.4 um
- Highest-count logic cell in the final layout: nor2_1
* Top cell type by total area after synthesis: dfxtp_1
* Worst Hold End: div1.count[0]
- The HPWL after detailed placement is 3820 um.
- TritonRoute reported its final design rule violation total as 0.
- The analysis reports a worst IR drop on VDD of 0.0000934 V.
- DRC marker count from the first detailed-route iteration: 44
- The top cell types in the final layout, fill and taps aside, are nor2_1, nand2_1, clkdlybuf4s50_1.
* WHS Path Cells: 1
- Per the placement log, port buffering inserted 21 buffers.
- Startpoint type of the worst setup path: input pin
- Leakage: 0.912 nW
* Die Span X: 113 um
- EDFF count, synth: 1
- The sequential cells in the finished layout cover a total of 350 um^2.
## per-layer routing
metal,global-route usage [%],vias up,share of wire [%]
met5,0,-,0
met3,1.18,2,6.6
met2,11.7,60,46
li1,-,1009,-
met1,10.6,880,47
met4,0.846,0,0.31
## power groups by stage
stage     Sequential, mW  Combinational [mW]  Clock [mW]
6_report           0.100               0.178      0.0748
5_1_grt            0.100               0.196      0.0814
4_1_cts            0.100               0.176      0.0766
## worst max-delay path by stage
stage / endpoint / cells past startpoint / slack, ns
after CTS: a / 14 / 0.18
final: a / 13 / 0.33
after global routing: a / 13 / 0.17
## logic make-up after synthesis
logic type | count (synthesis) | synth area share, %
AND-OR/OR-AND | 71 | 33.0
XOR/XNOR | 16 | 7.04
adder cells (fa/ha/maj) | 13 | 8.17
buffers and inverters | 25 | 5.59
flip-flops | 17 | 17.6
AND/OR/NAND/NOR | 108 | 25.3
multiplexers | 6 | 3.33
## synthesized netlist by cell type, types with 2 or more instances
cell type  number
a211oi_1        3
a21o_1          3
a21oi_1        11
a221oi_2        3
a31oi_1         4
and2_1          2
buf_2           2
buf_6           2
clkbuf_1        6
dfxtp_1        16
ha_1           13
inv_1          15
mux2i_1         4
nand2_1        24
nand2b_1        5
nand3_1        15
nand4_1         4
nor2_1         36
nor2b_1         4
nor3_1         10
o21ai_0        10
o221a_2         2
o32a_1          2
xnor2_1         8
xor2_1          8
## worst register-to-register path, cell delays in order, from the launching register on
cell and delay [ns]:
dfxtp_1 0.41, nand3_1 0.12, nor2_1 0.17, nand2_1 0.08
nor2_1 0.22, nand2_1 0.12, nor3_1 0.22, xnor2_1 0.14
nor2_1 0.05
## metrics by stage
step	power (mW)	util [%]	hold WS, ns	worst slack [ns]
4_1_cts	0.353	29.2	0.483	0.183
3_5_place_dp	0.278	28.6	0.467	0.182
3_3_place_gp	0.279	28.6	0.462	0.216
6_report	0.353	29.5	0.485	0.329
2_1_floorplan	0.219	-	0.441	1.23
5_1_grt	0.378	29.5	0.510	0.171
## sequential cells by signal (all words and copies together) (netlist names)
register,cells
div1.clk_out,1
div1.count,16
## cell type report
type	instances	area share [%]
Tap cell	105	5.37
Sequential cell	17	14.3
Multi-Input combinational cell	214	63.4
Clock buffer	3	1.69
Timing Repair Buffer	34	12.7
Inverter	15	2.30
Clock inverter	1	0.205
Power and IR drop assume default switching activity.
