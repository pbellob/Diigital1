==> flow/design.v <==
module base_conversordig (
  input e4,
  input e3,
  input e2,
  input e1,
  input e0,
  output d3,
  output d2,
  output d1,
  output d0,
  output u3,
  output u2,
  output u1,
  output u0
);
  wire s0;
  wire s1;
  wire s2;
  wire s3;
  assign d3 = 1'b0;
  assign d1 = ((e2 & e4) | (e3 & e4));
  assign s0 = ~ e4;
  assign s2 = ~ e3;
  assign s1 = ~ e2;
  assign s3 = ~ e1;
  assign d0 = ((e1 & e3 & s0) | (e1 & e2 & e3) | (e2 & e3 & s0) | (s1 & s2 & e4));
  assign u3 = ((s3 & s1 & e3 & s0) | (e1 & s1 & s2 & e4) | (s3 & e2 & e3 & e4));
  assign u2 = ((e1 & e2 & s0) | (s3 & s1 & e4) | (e2 & s2 & s0) | (s1 & e3 & e4));
  assign u1 = ((e1 & s2 & s0) | (s3 & e2 & e3 & s0) | (s3 & s1 & s2 & e4) | (e1 & e2 & s2) | (e1 & s1 & e3 & e4));
  assign u0 = e0;
endmodule
==> flow/run.sh <==
#!/bin/bash
# OpenROAD 26Q1-2900-gdf79404cd8, Yosys 0.63+post, stock flow scripts
make -C /OpenROAD-flow-scripts/flow DESIGN_CONFIG=/design/flow/config.mk WORK_HOME=/design/flow/orfs finish
==> flow/config.mk <==
export PLATFORM = sky130hd
export DESIGN_NAME = base_conversordig
export DESIGN_NICKNAME = base_conversordig
export VERILOG_FILES = /design/flow/design.v
export SDC_FILE = /design/flow/constraint.sdc
export NUM_CORES = 4
export LEC_CHECK = 1
export CORE_AREA = 10 10 70 70
export DIE_AREA = 0 0 80 80
==> flow/constraint.sdc <==
current_design base_conversordig

set clk_period 1.3
set clk_io_pct 0.2

create_clock -name clk0 -period $clk_period

set non_clock_inputs [all_inputs -no_clocks]
set_input_delay [expr $clk_period * $clk_io_pct] -clock clk0 $non_clock_inputs
set_output_delay [expr $clk_period * $clk_io_pct] -clock clk0 [all_outputs]
==> CHANGELOG.md <==
### Metrics

* Seq cells at 0
* Kind of critical path: in2out
* Post-Synthesis Cells at 22
* Hpwl dp at around 460 µm
* Initial antenna violation count at 0
* Num ports at 13
* Metal3 WL at a little under 70 µm
* Yosys cell count at 22
* Fill count at about 390
* Final core utilization at 10.8%
* Failing checks: setup timing
* CTS Hold Buffers Added at 0
* Largest net degree at the start of global routing at 6
* Total gr overflow at 0
* # setup viols final at 1
* Top comb family, area: simple AND/OR/NAND/NOR gates
* Syn Area/Cell at ~7.2 µm²
* Share of cells above drive strength 1 at roughly two thirds
* Row cnt at 21
* Vias per cell at 2.39
* PD cells at 286 nW/µm²
* Lkg Pwr at 0.165 nW
* Placed insts at ~80
* RSZ-0062 raised after global routing: true
* Hold Slack at 520 ps
* Register Area at 0 µm²
* Adder Area Share at 0%
* Detailed Route Iter0 Violations at 3
* Drt first pass iters at 2
* AO/OA Area Share at 25.2%
* Fp_density at approximately 4.7%
* Synthesized area at roughly 160 µm²
* PnR worst setup slack at -1.77 ps
* Mux share at 16.5%
* Worst-path fanout max at 3
* # diodes at 0
* Global-route wire length before repair at 993 µm
* # clk buffers at 0
* Met2 WL at about 280 µm
* Final WL at approximately 600 µm
* Vias at between 150 and 200
* Worst Setup Start Kind: input pin
* Final GP Congestion at between 0.6 and 0.7
* F_max at between 700 and 800 MHz
* Core Box Area at approximately 3400 µm²
* Max-slew violations at 0
* I/O Buffers at 9
* Tool warning count at 34
* Setup TNS at -1.77 ps
* Wire per inst at between 7 and 8 µm
* Wl on met1 at 256 µm
* Worst endpoint data arrival time at 1040 ps
* Max_cap viols at 0
* Non-filler instance count after layout at 83
* Antenna-violating nets left at 0
* DRC viols at 0
* Simple share at just under 40%
* Top Layer Used: met3
* Finished Cell Area at approximately 370 µm²
* Area delta synth->final at 132%
* Die height at about 80 µm
* Gr usage total at under 10%
* Crit path required time at about 1000 ps
* Die x size at 80 µm
* Yosys cell types at 15
* Yosys synthesis chip area at approximately 160 µm²
* Place WS at -807 ps
* Min Tclk post-route at about 1300 ps
* Final hold violations at 0
* XORs/XNORs by Area at 0%
* Post-DP Area at between 300 and 400 µm²
* Status: complete, but fails checks
* Hold/Removal Path Class: in2out
* Worst setup EP type: primary output
* Post-synth seq share at 0%
* Total power draw at 105 µW
* Peak VDD IR at approximately 0.034 mV
* Period utilization at 100%
* Yosys warns at 1
* Die area at around 6400 µm²
* Vias in the first global route at about 210
==> metal layers <==
layer	GRT usage, %	vias to the layer above
met5	0	-
met4	0	0
met1	2.44	90
li1	-	100
met3	0.568	0
met2	2.97	8
==> cell usage after synthesis <==
master / instances / share of area (%)
o221ai_1: 1 / 5.5
nand2_1: 2 / 4.7
nand2b_1: 2 / 7.9
nor2b_1: 1 / 3.9
mux2_4: 1 / 9.4
o21ai_1: 2 / 6.3
clkbuf_2: 1 / 3.1
buf_4: 3 / 14
o21a_1: 1 / 4.7
a21oi_1: 1 / 3.1
a22o_1: 1 / 5.5
conb_1: 1 / 2.4
nor2b_4: 2 / 17
nor2_1: 2 / 4.7
mux2_2: 1 / 7.1
==> cell usage in the layout, fill, tap and decap left out, drive strengths merged <==
master,n
nand2,2
buf,17
o21ai,2
mux2,2
dlygate4sd2,1
a21oi,1
a22o,1
o21a,1
conb,2
o221ai,1
nor2,2
nor2b,3
nand2b,2
==> timing repair <==
item                                   4_1_cts  5_1_grt
setup buffers                                2        1
setup endpoints to repair                    5        4
cloned                                       0        0
endpoints found under the hold margin        0        0
pin swaps                                    5        3
resized                                     43        2
==> path summary, 6_finish.rpt <==
kind | start | to | slack, ps | cells past startpoint
min | e0 | u0 | 520 | 0
max | e1 | u3 | -2 | 5
==> layout make-up <==
class | instances | area [µm²] | area share [%]
multi-input combinational | 19 | 159 | 43.1
timing repair buffer | 18 | 153 | 41.4
tap | 46 | 57.6 | 15.6
==> power breakdown <==
part           internal, mW  switching, mW  leakage [nW]
Sequential                0              0             0
Combinational        0.0687         0.0367         0.165
Clock                     0              0             0
Total                0.0687         0.0367         0.165
==> critical path, cell delays in order <==
cell,delay [ps]
buf_8,100
nor2b_4,120
mux2_4,260
a22o_1,200
buf_2,110
==> cells by family after synthesis <==
group	count (synthesis)
compound gates	6
simple gates	9
buf+inv	4
mux	2
other cells	1
No activity file was given, so power comes from the tool's default toggle rates.
